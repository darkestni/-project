==> flow/design.v <==
`timescale 1ns / 1ps
module ALU (
    input [31:0] read_data1,
    input [31:0] read_data2,
    input [31:0] imm32,
    input [1:0] ALUOp,
    input [2:0] funct3,
    input [6:0] funct7,
    input ALUSrc,
    output reg [31:0] ALU_reslult,
    output zero
);
reg [3:0] ALUControl;
wire [31:0] operand2 = ALUSrc ? imm32 : read_data2;
always @* begin
    case(ALUOp)
        2'b00, 2'b01: ALUControl = {ALUOp, 2'b10};
        2'b10: begin
            case({funct7, funct3})
                {7'b0000000, 3'b000}: ALUControl = 4'b0010;  
                {7'b0100000, 3'b000}: ALUControl = 4'b0110;  
                {7'b0000000, 3'b111}: ALUControl = 4'b0000;  
                {7'b0000000, 3'b110}: ALUControl = 4'b0001;  
                default: ALUControl = 4'b0000;  
            endcase
        end
        default: ALUControl = 4'b0000;  
    endcase
end
always @* begin
    case(ALUControl)
        4'b0010: ALU_reslult = read_data1 + operand2;  
        4'b0110: ALU_reslult = read_data1 - operand2;  
        4'b0000: ALU_reslult = read_data1 & operand2;  
        4'b0001: ALU_reslult = read_data1 | operand2;  
        default: ALU_reslult = 32'b0;  
    endcase
end
assign zero = (ALU_reslult == 32'b0);
endmodule
==> flow/run.sh <==
#!/bin/bash
# OpenROAD 26Q1-2900-gdf79404cd8, Yosys 0.63+post, stock flow scripts
make -C /OpenROAD-flow-scripts/flow DESIGN_CONFIG=/design/flow/config.mk WORK_HOME=/design/flow/orfs finish
==> flow/config.mk <==
export PLATFORM = sky130hd
export DESIGN_NAME = ALU
export DESIGN_NICKNAME = ALU
export VERILOG_FILES = /design/flow/design.v
export SDC_FILE = /design/flow/constraint.sdc
export NUM_CORES = 4
export LEC_CHECK = 1
export CORE_UTILIZATION = 30
==> flow/constraint.sdc <==
current_design ALU

set clk_period 18.2
set clk_io_pct 0.2

create_clock -name clk0 -period $clk_period

set non_clock_inputs [all_inputs -no_clocks]
set_input_delay [expr $clk_period * $clk_io_pct] -clock clk0 $non_clock_inputs
set_output_delay [expr $clk_period * $clk_io_pct] -clock clk0 [all_outputs]
==> results.py <==
# Synthesis and PnR figures
metrics = {
    "synth": {
        "ys_warn_count": 1,
        "netlist_instances": 580,
        "ys_cells": 580,
        "area_leaders": "ha_1, mux2i_1, xnor2_1",
        "ys_area_sq_mm": 0.00388,
        "synth_seq_share_pct": 0,
        "avgSynthCellArea_sq_um": 6.68,
        "synth_cell_types": 65,
        "top_area_share_pct": 11.0,
        "yosys.area.top_type": "ha_1",
        "synth_area_sq_mm": 0.00388,
    },
    "flow_run": {
        "drv_cap": 0,
        "warning_count": 34,
    },
    "timing": {
        "period_used_pct": 76.3,
        "setup_violations": 0,
        "tightest_slew_ps": 668,
        "fmax_mhz": 72.0,
        "hold_violations": 0,
        "setup_tns_ps": 0,
        "relSlewSlack_pct": 54.8,
        "rsz0062_at_grt": "no",
        "timing.final.crit_period_ps": 13890,
        "drv_slew": 0,
        "whs_ps": 8340,
    },
    "pwr": {
        "ir_worst_vdd_mv": 0.0219,
        "power_leakage_nw": 2.06,
        "p_per_area_mw_per_mm2": 44.5,
    },
    "global_routing": {
        "grt.total_usage_pct": 25.5,
        "grt_max_degree": 55,
        "overflow": 0,
        "grt_pass1_wl_microns": 25800,
        "antenna_found_initial": 0,
        "grt_pass1_vias": 4702,
    },
    "setup_path": {
        "crit_start": "ALUSrc",
        "required_ps": 14560,
        "cp_data_arrival_time_ps": 10250,
        "crit_end": "zero",
        "cp-start-kind": "input port",
        "critPathKind": "in -> out",
        "worst-path-max-fanout": 54,
        "cp-end-kind": "output port",
    },
    "die": {
        "rows": 41,
        "fp.dieArea_sq_mm": 0.0134,
        "core_area_sq_mm": 0.0126,
        "ios": 142,
        "fp-utilization_pct": 30.7,
        "dieWidth_microns": 116,
        "dieHeight_microns": 116,
    },
    "route": {
        "routedWlPerCell_microns": 19.5,
        "drt_iter0_drc": 297,
        "antenna_cells": 0,
        "vias_per_cell": 5.70,
        "wl_microns": 16900,
        "postRouteAntennaNets": 0,
        "drc_errors": 0,
        "route.vias.total": 4942,
        "first_pass_iters": 5,
    },
    "final_layout": {
        "drive_above_1_share_pct": 5.18,
        "syn_to_final_growth_pct": 39.8,
        "nClkBuffers": 0,
        "fin_area_sq_mm": 0.00542,
        "flops": 0,
        "register_area_sq_um": 0,
    },
    "placed_design": {
        "place_area_sq_mm": 0.00542,
        "port-buffer-count": 142,
        "gp_congestion": 0.945,
        "post-dp-hpwl_microns": 14000,
    },
    "clocking": {
        "cts_setup_buffers": 0,
        "postCtsHoldBufs": 0,
        "post_cts.resized_instances": 0,
    },
    "hold_path": {
        "worstHoldPathType": "in -> out",
    },
    "outcome": {
        "status": "complete, no violations",
    },
}
placed cells by master, fill, tap and decap left out, types with 6 or more instances in the layout:
cell             synthesis  final
o21a_1                   6      6
o211ai_1                 9      9
mux2_2                   8      8
xor2_1                  22     22
a21o_1                  11     11
a21oi_1                 48     48
o31ai_1                  6      6
nand3_1                 16     16
xnor2_1                 30     30
o221ai_1                11     11
or4_1                    6      6
or2_2                    6      6
buf_4                    0      6
nand4_1                  7      7
and2_1                   8      8
mux2i_1                 27     27
nor2b_1                  7      7
o21ai_0                 51     51
clkdlybuf4s50_1          0    141
maj3_1                   6      6
nor2_1                  50     50
nor3_1                  14     13
inv_1                   15     15
nand2_1                 55     55
nor3b_1                  6      6
ha_1                    34     34
a31oi_1                 11     11
final cells by class:
type / instances / area, sq um
Multi-Input combinational cell: 532 / 3680
Tap cell: 172 / 215
Inverter: 15 / 56.3
Fill cell: 1309 / 7200
Timing Repair Buffer: 148 / 1460
cell families (layout without fill, tap and decap cells):
| kind of cell | count (synthesis) | in the layout | synth area share [%] |
|---|---|---|---|
| XOR/XNOR | 52 | 52 | 11.7 |
| buffers and inverters | 48 | 163 | 5.07 |
| AND-OR/OR-AND | 201 | 201 | 34.0 |
| multiplexers | 35 | 35 | 9.30 |
| adder cells (fa/ha/maj) | 41 | 41 | 13.0 |
| AND/OR/NAND/NOR | 203 | 203 | 26.9 |
worst max-delay path: stages:
cell and delay (ps):
buf_2 80, buf_4 540, mux2i_1 420, ha_1 230
o21ai_0 110, or2_2 340, nor3b_1 410, and2_1 270
a21oi_1 100, xor2_1 180, ha_1 500, and4_1 300
nand3_1 120, a211oi_1 440, nor3_1 180, xor2_1 180
a21oi_1 150, or4_1 650, nor4b_2 440, nand4b_1 220
nor4_2 250, clkdlybuf4s50_1 490
power breakdown:
group / switching, mW / total, mW / internal [mW]
clock network: 0 / 0 / 0
registers: 0 / 0 / 0
logic: 0.123 / 0.241 / 0.118
stage by stage:
step | setup slack (ps) | total power [mW] | instances | util (%)
finish | 4310 | 0.241 | 867 | 42.9
global route | 3860 | 0.264 | 867 | 42.9
CTS | 4380 | 0.241 | 867 | 42.9
detailed placement | 4390 | 0.239 | 867 | 42.9
global placement | 4410 | 0.240 | 867 | 42.9
floorplan | 5330 | 0.139 | 580 | -
synthesized netlist by cell type, types with 4 or more instances:
| library cell | instances |
|---|---|
| nand2_1 | 55 |
| o21ai_0 | 51 |
| nor2_1 | 50 |
| a21oi_1 | 48 |
| ha_1 | 34 |
| xnor2_1 | 30 |
| mux2i_1 | 27 |
| clkbuf_1 | 22 |
| xor2_1 | 22 |
| nand3_1 | 16 |
| inv_1 | 15 |
| nor3_1 | 14 |
| a21o_1 | 11 |
| a31oi_1 | 11 |
| o221ai_1 | 11 |
| o211ai_1 | 9 |
| and2_1 | 8 |
| mux2_2 | 8 |
| buf_2 | 7 |
| nand4_1 | 7 |
| nor2b_1 | 7 |
| maj3_1 | 6 |
| nor3b_1 | 6 |
| o21a_1 | 6 |
| o31ai_1 | 6 |
| or2_2 | 6 |
| or4_1 | 6 |
| a211oi_1 | 5 |
| a31o_2 | 5 |
| o21bai_1 | 5 |
| o22ai_1 | 5 |
| a221o_1 | 4 |
| a221oi_1 | 4 |
| nor4_1 | 4 |
| o21ai_1 | 4 |
worst min path at each step:
| stage | from | end | slack [ps] | cells after the start |
|---|---|---|---|---|
| after CTS | read_data1[2] | ALU_reslult[2] | 8350 | 4 |
| final | read_data1[4] | ALU_reslult[4] | 8340 | 4 |
| after global routing | read_data1[4] | ALU_reslult[4] | 8390 | 4 |
layer usage:
metal / GRT usage [%] / vias up / wire length, microns
met5: 0 / - / 0
met4: 5.64 / 0 / 411
met3: 1.49 / 25 / 990
met2: 46.2 / 194 / 8250
met1: 33.1 / 2293 / 7230
li1: - / 2430 / -
Power and IR drop assume default switching activity.
